[/design/flow/run.sh]
#!/bin/bash
# OpenROAD 26Q1-2900-gdf79404cd8, Yosys 0.63+post, stock flow scripts
make -C /OpenROAD-flow-scripts/flow DESIGN_CONFIG=/design/flow/config.mk WORK_HOME=/design/flow/orfs finish
[/design/flow/config.mk]
export PLATFORM = sky130hd
export DESIGN_NAME = cache_cntrl_assoc
export DESIGN_NICKNAME = cache_cntrl_assoc
export VERILOG_FILES = /design/flow/design.v
export SDC_FILE = /design/flow/constraint.sdc
export NUM_CORES = 4
export LEC_CHECK = 1
export CORE_AREA = 10 10 110 110
export DIE_AREA = 0 0 120 120
[/design/flow/constraint.sdc]
current_design cache_cntrl_assoc

set clk_period 4.3
set clk_io_pct 0.2

create_clock -name clk0 -period $clk_period [get_ports {clk}]

set non_clock_inputs [all_inputs -no_clocks]
set_input_delay [expr $clk_period * $clk_io_pct] -clock clk0 $non_clock_inputs
set_output_delay [expr $clk_period * $clk_io_pct] -clock clk0 [all_outputs]
[/design/flow/design.v]
`default_nettype none
module dff (q, d, clk, rst);
    output wire        q;
    input wire         d;
    input wire         clk;
    input wire         rst;
    reg            state;
    assign #(1) q = state;
    always @(posedge clk) begin
      state = rst? 0 : d;
    end
endmodule
`default_nettype wire
`default_nettype none
module cache_cntrl_assoc(
clk, rst, createdump, data_temp, addr, data_in, rd, wr, hit_cache_1, hit_cache_2, dirty_cache_1, dirty_cache_2, valid_cache_1, valid_cache_2, data_out_mem, 
enable_cntrl, idx_cntrl, offset_cntrl, comp_cntrl, write_cntrl, tag_cntrl, data_in_cntrl, 
valid_in_cntrl, addr_in_mem, data_in_mem, write_mem, read_mem, Done, Stall, CacheHit, data_out_cntrl, end_state, flop_victim_cntrl, comp_rw, victim_cntrl, tag_out_final, data_out_final, hit_cache_final);
input wire clk, rst, createdump, rd, wr, hit_cache_1, hit_cache_2, dirty_cache_1, dirty_cache_2, valid_cache_1, valid_cache_2, flop_victim_cntrl, hit_cache_final;
input wire [15:0] addr, data_in, data_out_mem,  data_temp, data_out_final;
input wire [4:0] tag_out_final;
output reg enable_cntrl, comp_cntrl, write_cntrl, valid_in_cntrl, write_mem, read_mem, Done, Stall, CacheHit, end_state, victim_cntrl, comp_rw;
output reg [15:0] data_in_cntrl, addr_in_mem, data_in_mem, data_out_cntrl;
output reg [7:0] idx_cntrl;
output reg [4:0] tag_cntrl;
output reg [2:0] offset_cntrl;
localparam IDLE = 4'b0000;  
localparam COMP_RD = 4'b0001;  
localparam COMP_WR = 4'b0010;  
localparam ACCESS_RD_0 = 4'b0011;  
localparam ACCESS_RD_1 = 4'b0100;  
localparam ACCESS_RD_2 = 4'b0101;  
localparam ACCESS_RD_3 = 4'b0110;  
localparam ACCESS_WR_0 = 4'b0111;  
localparam ACCESS_WR_1 = 4'b1000;  
localparam ACCESS_WR_2 = 4'b1001;  
localparam ACCESS_WR_3 = 4'b1010;  
localparam ACCESS_WR_4 = 4'b1011;  
localparam ACCESS_WR_5 = 4'b1100;  
wire [3:0] state;
reg [3:0] nxt_state;
wire flop_write, flop_read, flop_en, en_en;
reg write, read, en, en_flag;
assign en_en = (en_flag) ? en : flop_en;
dff dff_enable(.clk(clk), .rst(rst), .q(flop_en), .d(en_en));
dff dff_write(.clk(clk), .rst(rst), .q(flop_write), .d(write));
dff dff_read(.clk(clk), .rst(rst), .q(flop_read), .d(read));
dff dff_state[3:0](.clk(clk), .rst(rst), .q(state), .d(nxt_state));
always @(*) begin
    nxt_state = IDLE;
    enable_cntrl = 1'b0;
    comp_cntrl = 1'b0;
    write_cntrl = 1'b0;
    valid_in_cntrl = 1'b0;
    write_mem = 1'b0;
    read_mem = 1'b0;
    Done = 1'b0;
    Stall = 1'b1;
    CacheHit = 1'b0;
    end_state = 1'b0;
    en = 1'b0;
    en_flag = 1'b0;
    comp_rw = 1'b0;
    victim_cntrl = flop_victim_cntrl;
    tag_cntrl = 5'bxxxxx;
    idx_cntrl = 8'bxxxxxxxx;
    data_in_cntrl = 16'bxxxxxxxxxxxxxxx;
    addr_in_mem = 16'bxxxxxxxxxxxxxxxx;
    data_in_mem = 16'bxxxxxxxxxxxxxxxx;
    case(state)
        IDLE: begin
            Stall = 1'b0;
            write = 1'b0;
            read = 1'b0;
            nxt_state = rd ? COMP_RD : (wr ? COMP_WR : IDLE);
        end
        COMP_RD: begin
            comp_cntrl = 1'b1;
            idx_cntrl = addr[10:3];
            offset_cntrl = addr[2:0];
            tag_cntrl = addr[15:11];
            comp_rw = 1'b1;
            en_flag = 1'b1;
            Done = hit_cache_final;
            CacheHit = hit_cache_final;
            end_state = hit_cache_final;
            data_out_cntrl = data_out_final;
            read = 1'b1;
            enable_cntrl = (valid_cache_1 & hit_cache_1) | (~valid_cache_1 & valid_cache_2 & ~hit_cache_final) | (~valid_cache_1 & ~valid_cache_2 & ~hit_cache_final) | (valid_cache_1 & valid_cache_2 & ~hit_cache_final & flop_victim_cntrl);
            en = (valid_cache_1 & hit_cache_1) | (~valid_cache_1 & valid_cache_2 & ~hit_cache_final) | (~valid_cache_1 & ~valid_cache_2 & ~hit_cache_final) | (valid_cache_1 & valid_cache_2 & ~hit_cache_final & flop_victim_cntrl);
            nxt_state = (hit_cache_final) ? IDLE : (((~hit_cache_final) & (enable_cntrl) & (valid_cache_1) & (dirty_cache_1)) | (((~hit_cache_final) & (~enable_cntrl) & (valid_cache_2) & (dirty_cache_2)))) ? ACCESS_RD_0 : ACCESS_WR_0;
        end
        COMP_WR: begin
            comp_cntrl = 1'b1;
            idx_cntrl = addr[10:3];
            offset_cntrl = addr[2:0];
            tag_cntrl = addr[15:11];
            comp_rw = 1'b1;
            en_flag = 1'b1;
            Done = hit_cache_final;
            CacheHit = hit_cache_final;
            end_state = hit_cache_final;
            write = 1'b1;
            write_cntrl = 1'b1;
            data_in_cntrl = data_in;
            enable_cntrl = (valid_cache_1 & hit_cache_1) | (~valid_cache_1 & valid_cache_2 & ~hit_cache_final) | (~valid_cache_1 & ~valid_cache_2 & ~hit_cache_final) | (valid_cache_1 & valid_cache_2 & ~hit_cache_final & flop_victim_cntrl);
            en = (valid_cache_1 & hit_cache_1) | (~valid_cache_1 & valid_cache_2 & ~hit_cache_final) | (~valid_cache_1 & ~valid_cache_2 & ~hit_cache_final) | (valid_cache_1 & valid_cache_2 & ~hit_cache_final & flop_victim_cntrl);
            nxt_state = (hit_cache_final) ? IDLE : (((~hit_cache_final) & (enable_cntrl) & (valid_cache_1) & (dirty_cache_1)) | (((~hit_cache_final) & (~enable_cntrl) & (valid_cache_2) & (dirty_cache_2)))) ? ACCESS_RD_0 : ACCESS_WR_0;
        end
        ACCESS_RD_0: begin
            enable_cntrl = flop_en;
            idx_cntrl = addr[10:3];
            offset_cntrl = 3'b000;
            addr_in_mem = {tag_out_final, idx_cntrl, offset_cntrl};
            data_in_mem = data_out_final;
            write_mem = 1'b1;
            nxt_state = ACCESS_RD_1;               
        end
        ACCESS_RD_1: begin
            enable_cntrl = flop_en;
            idx_cntrl = addr[10:3];
            offset_cntrl = 3'b010;
            addr_in_mem = {tag_out_final, idx_cntrl, offset_cntrl};
            data_in_mem = data_out_final;
            write_mem = 1'b1;
            nxt_state = ACCESS_RD_2;    
        end
        ACCESS_RD_2: begin
            enable_cntrl = flop_en;
            idx_cntrl = addr[10:3];
            offset_cntrl = 3'b100;
            addr_in_mem = {tag_out_final, idx_cntrl, offset_cntrl};
            data_in_mem = data_out_final;
            write_mem = 1'b1;
            nxt_state = ACCESS_RD_3;   
        end
        ACCESS_RD_3: begin
            enable_cntrl = flop_en;
            idx_cntrl = addr[10:3];
            offset_cntrl = 3'b110;
            addr_in_mem = {tag_out_final, idx_cntrl, offset_cntrl};
            data_in_mem = data_out_final;
            write_mem = 1'b1;
            nxt_state = ACCESS_WR_0; 
        end
        ACCESS_WR_0: begin
            enable_cntrl = flop_en;
            read_mem = 1'b1;
            addr_in_mem = {addr[15:3], 3'b000};
            nxt_state = ACCESS_WR_1;
        end
        ACCESS_WR_1: begin
            enable_cntrl = flop_en;
            read_mem = 1'b1;
            addr_in_mem = {addr[15:3], 3'b010};
            nxt_state = ACCESS_WR_2;
        end
        ACCESS_WR_2: begin
            enable_cntrl = flop_en;
            read_mem = 1'b1;
            addr_in_mem = {addr[15:3], 3'b100};
            write_cntrl = 1'b1;
            valid_in_cntrl = 1'b1;
            tag_cntrl = addr[15:11];
            idx_cntrl = addr[10:3];
            offset_cntrl = 3'b000;
            data_in_cntrl = (wr & (addr[2:0] === 3'b000)) ? data_in : data_out_mem;
            data_out_cntrl = (rd & (addr[2:0] === 3'b000)) ? data_out_mem : data_temp;
            nxt_state = ACCESS_WR_3;
        end
        ACCESS_WR_3: begin
            enable_cntrl = flop_en;
            read_mem = 1'b1;
            addr_in_mem = {addr[15:3], 3'b110};
            write_cntrl = 1'b1;
            valid_in_cntrl = 1'b1;
            tag_cntrl = addr[15:11];
            idx_cntrl = addr[10:3];
            offset_cntrl = 3'b010;
            data_in_cntrl = (wr & (addr[2:0] === 3'b010)) ? data_in : data_out_mem;
            data_out_cntrl = (rd & (addr[2:0] === 3'b010)) ? data_out_mem : data_temp;
            nxt_state = ACCESS_WR_4;
        end
        ACCESS_WR_4: begin
            enable_cntrl = flop_en;
            write_cntrl = 1'b1;
            valid_in_cntrl = 1'b1;
            tag_cntrl = addr[15:11];
            idx_cntrl = addr[10:3];
            offset_cntrl = 3'b100;
            data_in_cntrl = (wr & (addr[2:0] === 3'b100)) ? data_in : data_out_mem;
            data_out_cntrl = (rd & (addr[2:0] === 3'b100)) ? data_out_mem : data_temp;
            nxt_state = ACCESS_WR_5;
        end
        ACCESS_WR_5: begin
            victim_cntrl = ~flop_victim_cntrl;
            enable_cntrl = flop_en;
            write_cntrl = 1'b1;
            valid_in_cntrl = 1'b1;
            comp_cntrl = flop_write;
            tag_cntrl = addr[15:11];
            idx_cntrl = addr[10:3];
            offset_cntrl = 3'b110;
            data_in_cntrl = (flop_write & (addr[2:0] === 3'b110)) ? data_in : data_out_mem;
            data_out_cntrl = (flop_read & (addr[2:0] === 3'b110)) ? data_out_mem : data_temp;
            Done = 1'b1;
            end_state = 1'b1;
            nxt_state = IDLE;
        end
    endcase
end
endmodule
`default_nettype wire
==> flow_summary.json <==
{
  "final_min_period_over_clock_period_pct": 90.4,
  "crit_path_top_delay_cell": "sky130_fd_sc_hd__clkdlybuf4s50_1",
  "unclocked_regs": 21,
  "port-buffer-count": 162,
  "die_boundary_height_um": 120,
  "cts_inserted_buffers": 3,
  "criticalPathCategory": "input pin to output pin",
  "cts_max_path_buffers": 2,
  "top_cells_by_area": "sky130_fd_sc_hd__dlxtn_1, sky130_fd_sc_hd__buf_4, sky130_fd_sc_hd__a221o_1, sky130_fd_sc_hd__mux2_4, sky130_fd_sc_hd__dfxtp_1",
  "syn-instance-count": 236,
  "synth_flops": 28,
  "worstSkewPairLatency_ps": 230,
  "final_core_util_pct": 36.3,
  "fmax_mhz": 257,
  "remaining_drc_errors": 0,
  "vdd.ir_drop.worst_mv": 0.207,
  "total_leakage_power_uw": 0.00145,
  "antenna_found_initial": 0,
  "power_uw": 998,
  "report.final.hold_viol_count": 0,
  "grt_busiest_layer": "met2",
  "area_growth_syn_to_layout_pct": 69.8,
  "route.vias.total": 2130,
  "boundaryPins": 190,
  "placementRows": 36,
  "worstMarginPinSlew_ps": 802,
  "post-synth-top-area-cell": "sky130_fd_sc_hd__dlxtn_1",
  "wirelength_mm": 8.50,
  "critical_path_required_ps": 3440,
  "detail_route.vias_per_cell": 4.39,
  "gpl.final_weighted_congestion": 0.805,
  "post_dp_hpwl_mm": 7.04,
  "global_route.usage.met1_pct": 13.9,
  "global_route.usage.total_pct": 11.4,
  "diodes": 0,
  "cts-root-buf": "sky130_fd_sc_hd__clkbuf_8",
  "overall_die_width_um": 120,
  "enable_flop_cells": 0,
  "cp_top_family": "buffers and inverters",
  "core_area_um2": 9770,
  "timing.setup.tns_ps": 0,
  "layout-drive-gt1-share_pct": 9.66,
  "dieArea_um2": 14400,
  "synth.yosys.chip_area_um2": 2090,
  "post_synth_cell_types": 56,
  "asyncSetResetFlopFracSynth_pct": 0,
  "fp_util_pct": 21.4,
  "first_pass_iters": 4,
  "critical_path.cell_chain": "clkdlybuf4s50_1 -> and4bb_1 -> o21ai_0 -> a32o_1 -> buf_12 -> mux2_2 -> clkdlybuf4s50_1",
  "grt_first_pass_wirelength_mm": 13.2,
  "maximum_capacitance_violations": 0,
  "place_worst_setup_slack_ps": 420,
  "global_route.usage.met2_pct": 20.2,
  "cts_tree": "yes",
  "unrepaired_setup_endpoints_after_global_routing": "false",
  "yosys_warnings": 2,
  "synth-cells-yosys": 236,
  "wl_per_cell_um": 17.5,
  "top_area_share_pct": 15.1,
  "finalClockSkew_ps": 0.891,
  "final_critical_path_setup_slack_ps": 413,
  "critical-path-max-stage-delay_ps": 660,
  "overflow": 0,
  "ctsHoldBuffers": 0,
  "final_layout_worst_hold_slack_ps": 473,
  "outcome": "complete, no violations",
  "worst_min_delay_path_class": "register to register",
  "p_per_area_nw_per_um2": 282,
  "timing.final.max_slew_violations": 0,
  "path_common_cell": "sky130_fd_sc_hd__clkdlybuf4s50_1",
  "route.antenna.remaining_nets": 0,
  "cts_max_level": 1,
  "mappedNetlistArea_um2": 2090,
  "maxSlewHeadroom_pct": 46.6,
  "dr.first_iter.drc_count": 80,
  "min_cycle_time_layout_ps": 3890,
  "ys.flop_type": "sky130_fd_sc_hd__dlxtn_1",
  "synthesis.area_per_instance_um2": 8.84,
  "warnings": 30,
  "critPathBufInv": 3,
  "critPathArrivalTime_ps": 3030,
  "grt_start_max_net_pins": 21,
  "clk_pin_slew_worst_paths_ps": 40,
  "post-cts-setup-buffer-count": 0,
  "cts_resized": 0,
  "untimed_endpoints": 40,
  "setup_viol_count_final": 0,
  "crit_path_max_fanout": 16,
  "critical_path.endpoint_type": "output pin",
  "global_route.usage.met3_pct": 3.57,
  "worstSetupStartpointType": "input pin",
  "vias_in_the_first_global_route": 2290
}
==> path summary, 6_finish.rpt <==
| kind | startpoint | cells after the start | slack (ps) | endpoint |
|---|---|---|---|---|
| setup reg to reg | dff_state[1].state | 4 | 2220 | dff_state[2].state |
| hold / removal | dff_enable.state | 2 | 470 | dff_enable.state |
| setup / recovery | addr[1] | 7 | 410 | data_in_cntrl[2] |
| hold reg to reg | dff_enable.state | 2 | 470 | dff_enable.state |
==> stage by stage <==
stage          std cells  instance area (um2)
4_1_cts              485                 3540
3_5_place_dp         481                 3500
2_1_floorplan        236                 2090
5_1_grt              485                 3540
3_3_place_gp         481                 3500
6_report             485                 3540
==> layout by cell type, fill, tap and decap left out, drive strengths merged, types with 4 or more instances in the layout <==
cell type / synthesis / final
a21boi: 4 / 4
a221o: 17 / 17
a22oi: 4 / 4
and3: 21 / 21
buf: 53 / 4
clkbuf: 1 / 4
clkdlybuf4s50: 0 / 162
dfxtp: 7 / 7
dlxtn: 21 / 21
ha: 4 / 4
inv: 6 / 6
mux2: 20 / 20
nand2: 14 / 14
nand2b: 4 / 4
nor2: 10 / 10
o21ai: 6 / 6
==> synth_stat cells, types with 2 or more instances <==
library cell / number
sky130_fd_sc_hd__nor3b_1: 2
sky130_fd_sc_hd__and3_1: 21
sky130_fd_sc_hd__a22oi_1: 4
sky130_fd_sc_hd__nand2b_1: 4
sky130_fd_sc_hd__nand2_1: 14
sky130_fd_sc_hd__dfxtp_1: 7
sky130_fd_sc_hd__nor3_1: 2
sky130_fd_sc_hd__nor2_1: 9
sky130_fd_sc_hd__buf_2: 6
sky130_fd_sc_hd__buf_6: 6
sky130_fd_sc_hd__inv_1: 6
sky130_fd_sc_hd__nand3_1: 2
sky130_fd_sc_hd__a21o_1: 2
sky130_fd_sc_hd__mux2_1: 3
sky130_fd_sc_hd__mux2_4: 10
sky130_fd_sc_hd__nor2b_1: 3
sky130_fd_sc_hd__and2_1: 2
sky130_fd_sc_hd__o21ai_0: 4
sky130_fd_sc_hd__dlxtn_1: 21
sky130_fd_sc_hd__mux2_2: 7
sky130_fd_sc_hd__a221o_1: 17
sky130_fd_sc_hd__a31oi_1: 2
sky130_fd_sc_hd__a21oi_1: 3
sky130_fd_sc_hd__buf_4: 39
sky130_fd_sc_hd__a21boi_1: 3
sky130_fd_sc_hd__a22o_1: 3
sky130_fd_sc_hd__mux2i_1: 2
sky130_fd_sc_hd__ha_1: 4
==> kinds of logic (layout without fill, tap and decap cells) <==
| group | after synthesis | after routing | share of synthesized area [%] |
|---|---|---|---|
| AOI/OAI and AO/OA | 49 | 49 | 20.4 |
| xor gates and xnor gates | 3 | 3 | 1.62 |
| adders and majority gates | 4 | 4 | 2.40 |
| buffers and inverters | 61 | 177 | 21.5 |
| DFF | 7 | 7 | 6.71 |
| latches | 21 | 21 | 15.1 |
| muxes | 22 | 22 | 13.5 |
| other | 1 | 1 | 0.180 |
| and+or+nand+nor | 68 | 68 | 18.5 |
==> final cells by class <==
class | instances | area, um2
timing repair buffer | 166 | 1660
multi-input combinational | 147 | 1180
inverter | 7 | 31.3
tap | 133 | 166
sequential | 28 | 455
fill | 1001 | 6230
clock buffer | 4 | 45.0
==> worst register-to-register path: cells and delay by family (launching register included) <==
kind             cells  cell delay, ps
flip-flops           1             770
AND/OR/NAND/NOR      2             500
AND-OR/OR-AND        1             240
XOR/XNOR             1             480
==> registers in the layout (all words and copies together), names as in the netlist <==
signal and cells:
data_out_cntrl 16, dff_state.state 4, offset_cntrl 3, dff_enable.state 1
dff_read.state 1, dff_write.state 1, read 1, write 1
==> where the power goes <==
group | leakage [uW] | internal [uW] | switching, uW
clock | 0.0000228 | 64.3 | 29.9
combinational | 0.00120 | 402 | 246
sequential | 0.000227 | 198 | 58.2
total | 0.00145 | 664 | 334
==> per-layer routing <==
layer  part of all wire, %  vias up
met5                     0        -
met4                 0.059        0
met3                   8.0        2
met2                    49       91
met1                    43      981
li1                      -     1056
Power is estimated from default activity; no workload was simulated.
