### flow/design.v
`default_nettype none
module dff (q, d, clk, rst);
    output wire        q;
    input wire         d;
    input wire         clk;
    input wire         rst;
    reg            state;
    assign #(1) q = state;
    always @(posedge clk) begin
      state = rst? 0 : d;
    end
endmodule
`default_nettype wire
`default_nettype none
module d2x_ff (clk, rst, imm8D, imm11D, aluJmpD, SLBIselD, memWrtD, brchSigD, CinD, invAD, invBD, wbDataSelD, immSrcD, aluOpD, jalSelD, sOpSelD, readEnD, aluPCD, inAD, inBD, wrtDataD, SLBIselX, incPCX, immSrcX, imm8X, imm11X, brchSigX, CinX, inAX, inBX, invAX, invBX, aluOpX, aluJmpX, jalSelX, sOpSelX, aluPCX, memWrtX, wbDataSelX, readEnX, wrtDataX, incPCD, regWrtD, regWrtX, wrtRegD, wrtRegX, branchInstD, branchInstX, instructionD, instructionX, createDumpD, createDumpX);
input wire clk;
input wire rst;
input wire [15:0] imm8D;
input wire [15:0] imm11D;
input wire aluJmpD;
input wire SLBIselD;
input wire memWrtD;            
input wire [2:0] brchSigD;
input wire CinD;
input wire invAD;              
input wire invBD;              
input wire [1:0] wbDataSelD;            
input wire immSrcD;                     
input wire [3:0]aluOpD;                      
input wire jalSelD;               
input wire sOpSelD;
input wire readEnD;
input wire aluPCD;
input wire [15:0]incPCD;
input wire [15:0] inAD;
input wire [15:0] inBD;
input wire [15:0] wrtDataD;
input wire regWrtD;
input wire [2:0] wrtRegD;
input wire branchInstD;
input wire [15:0] instructionD;
input wire createDumpD;
output wire regWrtX;
output wire SLBIselX;
output wire [15:0] incPCX;
output wire immSrcX;
output wire [15:0] imm8X;
output wire [15:0] imm11X;
output wire [2:0] brchSigX;
output wire CinX;
output wire [15:0] inAX;
output wire [15:0] inBX;
output wire invAX;
output wire invBX;
output wire [3:0] aluOpX;
output wire aluJmpX;
output wire jalSelX;
output wire sOpSelX;
output wire aluPCX;
output wire memWrtX;
output wire [1:0]wbDataSelX;
output wire readEnX;
output wire [15:0] wrtDataX;
output wire [2:0] wrtRegX;
output wire branchInstX;
output wire [15:0] instructionX;
output wire createDumpX;
dff imm8Latch [15:0] (.q(imm8X), .d(imm8D), .clk(clk), .rst(rst));
dff imm11Latch [15:0] (.q(imm11X), .d(imm11D), .clk(clk), .rst(rst));
dff aluJmpLatch(.q(aluJmpX), .d(aluJmpD), .clk(clk), .rst(rst));
dff SLBIselLatch(.q(SLBIselX), .d(SLBIselD), .clk(clk), .rst(rst));
dff brchSigLatch [2:0] (.q(brchSigX), .d(brchSigD), .clk(clk), .rst(rst));
dff CinLatch(.q(CinX), .d(CinD), .clk(clk), .rst(rst));
dff invALatch(.q(invAX), .d(invAD), .clk(clk), .rst(rst));
dff invBLatch(.q(invBX), .d(invBD), .clk(clk), .rst(rst));
dff immSrcLatch(.q(immSrcX), .d(immSrcD), .clk(clk), .rst(rst));
dff aluOpLatch [3:0] (.q(aluOpX), .d(aluOpD), .clk(clk), .rst(rst));
dff jalSelLatch(.q(jalSelX), .d(jalSelD), .clk(clk), .rst(rst));
dff sOpSelLatch(.q(sOpSelX), .d(sOpSelD), .clk(clk), .rst(rst));
dff aluPCLatch(.q(aluPCX), .d(aluPCD), .clk(clk), .rst(rst));
dff memWrtLatch(.q(memWrtX), .d(memWrtD), .clk(clk), .rst(rst));
dff wbDataSelLatch [1:0] (.q(wbDataSelX), .d(wbDataSelD), .clk(clk), .rst(rst));
dff readEnLatch(.q(readEnX), .d(readEnD), .clk(clk), .rst(rst));
dff inALatch [15:0] (.q(inAX), .d(inAD), .clk(clk), .rst(rst));
dff inBLatch [15:0] (.q(inBX), .d(inBD), .clk(clk), .rst(rst));
dff wrtDataLatch [15:0] (.q(wrtDataX), .d(wrtDataD), .clk(clk), .rst(rst));
dff incPCLatch [15:0] (.q(incPCX), .d(incPCD), .clk(clk), .rst(rst));
dff regWrtLatch(.q(regWrtX), .d(regWrtD), .clk(clk), .rst(rst));
dff wrtRegLatch [2:0] (.q(wrtRegX), .d(wrtRegD), .clk(clk), .rst(rst));
dff branchInstLatch(.q(branchInstX), .d(branchInstD), .clk(clk), .rst(rst));
dff instructionLatch [15:0] (.q(instructionX), .d(instructionD), .clk(clk), .rst(rst));
dff createDumpLatch(.q(createDumpX), .d(createDumpD), .clk(clk), .rst(rst));
endmodule
`default_nettype wire
### flow/config.mk
export PLATFORM = sky130hd
export DESIGN_NAME = d2x_ff
export DESIGN_NICKNAME = d2x_ff
export VERILOG_FILES = /design/flow/design.v
export SDC_FILE = /design/flow/constraint.sdc
export NUM_CORES = 4
export LEC_CHECK = 1
export CORE_AREA = 10 10 175 175
export DIE_AREA = 0 0 185 185
### flow/constraint.sdc
current_design d2x_ff

set clk_period 1.0
set clk_io_pct 0.2

create_clock -name clk0 -period $clk_period [get_ports {clk}]

set non_clock_inputs [all_inputs -no_clocks]
set_input_delay [expr $clk_period * $clk_io_pct] -clock clk0 $non_clock_inputs
set_output_delay [expr $clk_period * $clk_io_pct] -clock clk0 [all_outputs]
### flow/run.sh
#!/bin/bash
# OpenROAD 26Q1-2900-gdf79404cd8, Yosys 0.63+post, stock flow scripts
make -C /OpenROAD-flow-scripts/flow DESIGN_CONFIG=/design/flow/config.mk WORK_HOME=/design/flow/orfs finish
==> flow_summary.json <==
{
  "max_freq_mhz": 954,
  "maxCapViolCount": 0,
  "failed_checks": "setup timing",
  "fp_util": 0.173,
  "dieWidth_um": 185,
  "edf_count": 0,
  "ff_type": "dfxtp_1",
  "gp_congestion": 0.755,
  "crit_slowest_cell": "dfxtp_2",
  "synth_flop_count": 138,
  "dr.pass1.iters": 2,
  "ys_seq_share": 0.596,
  "path_class": "reg -> out",
  "whs_path_depth": 3,
  "synth.top_cells.by_count": "dfxtp_1 (138), nor2b_1 (138), buf_4 (126)",
  "hp-class": "in -> reg",
  "irDropWorstVdd_mv": 0.841,
  "grt_pass1_vias": 3112,
  "timing.critical_path.buf_inv": 1,
  "synth_cell_type_count": 4,
  "setup_viol": 124,
  "insertedDiodeCount": 0,
  "grt_pass1_wl_mm": 19.7,
  "grt_max_degree": 62,
  "drive_gt1_frac": 0.344,
  "synthToLayoutAreaGrowth_pct": 49.4,
  "route.vias.total": 2864,
  "clkSinkCount": 138,
  "drt_wl_total_mm": 13.6,
  "syn_inst": 415,
  "globalRouteOverflowTotal": 0,
  "outcome": "complete, but fails checks",
  "crit_path_max_incr_delay_ps": 320,
  "layout_setup_ws_ps": -47.8,
  "ctsRootBufferMaster": "clkbuf_16",
  "finalPower_w": 0.0138,
  "dp_hpwl_mm": 10.7,
  "top_area_frac": 0.596,
  "maxSlewHeadroom": 0.806,
  "portBuffers": 277,
  "core_um2": 26900,
  "htree_levels": 4,
  "cts_inserted_buffers": 17,
  "io-pin-count": 278,
  "yosys_area_um2": 4640,
  "rsz0062_at_grt": "true",
  "crit_fanout": 1,
  "worst_pin_slew_ps": 291,
  "layout_min_cycle_time_ps": 1050,
  "path_cells": "buf_6",
  "dieHeight_um": 185,
  "period_used_share": 1.05,
  "total_leakage_power_nw": 3.01,
  "arrival_ps": 850,
  "rows": 60,
  "powerDensity_nw_per_um2": 1990,
  "hold_end": "brchSigLatch[0].state",
  "finalHoldViolCount": 0,
  "required_ps": 800,
  "critPathCaptureType": "primary output",
  "cpLargestDelayFamily": "flip-flops",
  "slew_viol_final": 0,
  "area_leaders": "dfxtp_1 (60%), buf_4 (20%), nor2b_1 (19%)",
  "yosysWarnings": 1,
  "synth_area_um2": 4640,
  "grtUsageTotal": 0.0769,
  "wl_per_cell_um": 14.6,
  "clockBufferDepth": 2,
  "die-area_um2": 34200,
  "clkSlewWorstSetupHoldPaths_ps": 60,
  "ant_nets": 0,
  "drc_errors": 0,
  "crit_path_start_kind": "flip-flop",
  "post-cts-setup-buffers": 0,
  "openroad.warnings": 27,
  "drt_iter0_drc": 42,
  "hp-start": "rst",
  "antenna_found_initial": 0,
  "async_reset_ff_frac": 0,
  "cts_tree": "yes",
  "vias_per_cell": 3.08,
  "setup_tns_ps": -2060,
  "ys_cells": 415,
  "synth_area_per_cell_um2": 11.2,
  "top_area_cell": "dfxtp_1"
}
==> placed cells by master (no fill, tap or decap) <==
| cell type | count |
|---|---|
| clkinvlp_4 | 2 |
| clkbuf_1 | 1 |
| buf_6 | 13 |
| bufinv_16 | 4 |
| dfxtp_1 | 109 |
| buf_4 | 2 |
| nor2b_1 | 138 |
| clkinv_2 | 2 |
| clkinv_4 | 1 |
| inv_6 | 4 |
| clkdlybuf4s50_1 | 138 |
| buf_2 | 125 |
| buf_12 | 2 |
| dfxtp_2 | 29 |
| clkbuf_8 | 1 |
| clkbuf_16 | 17 |
==> registers in the layout, summed over array words and instances (netlist names), 2 cells and up <==
name	cells
inBLatch.state	16
incPCLatch.state	16
wrtDataLatch.state	16
inALatch.state	16
imm11Latch.state	16
imm8Latch.state	16
wrtRegLatch.state	3
instructionLatch.state	16
aluOpLatch.state	4
wbDataSelLatch.state	2
brchSigLatch.state	3
==> final cells by class <==
| type | instances | area, µm² |
|---|---|---|
| Multi-Input combinational cell | 138 | 863 |
| Fill cell | 2859 | 19900 |
| Clock inverter | 13 | 189 |
| Tap cell | 341 | 427 |
| Clock buffer | 19 | 443 |
| Timing Repair Buffer | 280 | 2210 |
| Sequential cell | 138 | 2800 |
==> cells by family after synthesis <==
kind of cell	count (synthesis)	synth area share
buffers and inverters	139	0.218
flip-flops	138	0.596
AND/OR/NAND/NOR	138	0.186
==> layer usage <==
metal	up-vias	global-route usage	wire (µm)
met5	-	0	0
met4	0	0.00878	133
met3	6	0.0446	1760
met2	163	0.124	6320
met1	1256	0.0894	5350
li1	1439	-	-
==> report_power, final <==
| group | internal [W] | switching [W] |
|---|---|---|
| sequential | 0.00580 | 0.0000699 |
| clock | 0.00427 | 0.00252 |
| combinational | 0.000832 | 0.000288 |
==> per-stage QoR <==
step                setup slack (ps)  cell area, µm²  hold WS (ps)   util  cells
floorplan                        314            4640           328      -    415
global placement               -82.8            6870           698  0.256    897
detailed placement             -82.0            6870           704  0.256    897
CTS                            -89.8            6870           246  0.256    929
global route                   -94.3            6930           266  0.258    929
finish                         -47.8            6930           263  0.258    929
==> how the worst max path moves through the flow <==
stage,depth (start not counted),start,to
4_1_cts,1,incPCLatch[13].state,incPCX[13]
6_report,1,imm8Latch[0].state,imm8X[0]
5_1_grt,1,inBLatch[9].state,inBX[9]
==> timing repair <==
action / CTS / global route
gates resized: 475 / 20
endpoints found under the setup margin: 138 / 138
hold buffers: 0 / 0
